===== flow/design.v =====
module DEC_mem #(
	parameter MEM_WIDTH = 32,
	parameter MEM_DEPTH = 64,
	parameter MEM_ADDRW = $clog2(MEM_DEPTH)
)
(
	input             		   i_clk,
	input             		   i_rst_n,
	input            		   i_wen,
	input  [ MEM_ADDRW-1 : 0 ] i_addr,
	input  [ MEM_WIDTH-1 : 0 ] i_wdata,
	output [ MEM_WIDTH-1 : 0 ] o_rdata
);
	reg  [ MEM_WIDTH-1 : 0 ] mem_r    [ 0 : MEM_DEPTH-1 ];
	reg  [ MEM_WIDTH-1 : 0 ] mem_w    [ 0 : MEM_DEPTH-1 ];
	reg  [ MEM_WIDTH-1 : 0 ] rdata_w, rdata_r ;
	wire [ MEM_ADDRW-1 : 0 ] vaddr	 ;
	integer i;
	assign o_rdata = rdata_r;
	assign vaddr = i_addr;
	always@(*) begin
		for(i=0; i<MEM_DEPTH; i=i+1) begin
			mem_w[i] = mem_r[i];
		end
		rdata_w = rdata_r;
		if(!i_wen) begin
			rdata_w = mem_r[vaddr];
		end else begin
			mem_w[vaddr] = i_wdata;
		end
	end
	always@(posedge i_clk or negedge i_rst_n) begin
		if(!i_rst_n) begin
			for(i=0; i<MEM_DEPTH; i=i+1) begin
				mem_r[i] <= { MEM_WIDTH { 1'b0 } };
			end
			rdata_r <= { MEM_WIDTH { 1'b0 } };
		end else begin
			for(i=0; i<MEM_DEPTH; i=i+1) begin
				mem_r[i] <= mem_w[i];
			end
			rdata_r <= #0 rdata_w;
		end
	end
endmodule

===== flow/run.sh =====
#!/bin/bash
# OpenROAD 26Q1-2900-gdf79404cd8, Yosys 0.63+post, stock flow scripts
make -C /OpenROAD-flow-scripts/flow DESIGN_CONFIG=/design/flow/config.mk WORK_HOME=/design/flow/orfs finish

===== flow/config.mk =====
export PLATFORM = sky130hd
export DESIGN_NAME = DEC_mem
export DESIGN_NICKNAME = DEC_mem
export VERILOG_FILES = /design/flow/design.v
export SDC_FILE = /design/flow/constraint.sdc
export NUM_CORES = 4
export LEC_CHECK = 1
export CORE_UTILIZATION = 50

===== flow/constraint.sdc =====
current_design DEC_mem

set clk_period 2.1
set clk_io_pct 0.2

create_clock -name clk0 -period $clk_period [get_ports {i_clk}]

set non_clock_inputs [all_inputs -no_clocks]
set_input_delay [expr $clk_period * $clk_io_pct] -clock clk0 $non_clock_inputs
set_output_delay [expr $clk_period * $clk_io_pct] -clock clk0 [all_outputs]

==> flow_results.xml <==
<?xml version="1.0" encoding="UTF-8"?>
<metrics>
  <group name="sta">
    <metric name="finClkSkew" unit="ns">0.03553</metric>
    <metric name="post-route-period-util" unit="">1.061</metric>
    <metric name="rsz0062_at_grt" unit="">yes</metric>
    <metric name="setup_slack" unit="ns">-0.1288</metric>
    <metric name="report.final.setup_viol" unit="">7</metric>
    <metric name="timing.final.hold_violations" unit="">0</metric>
    <metric name="slew_headroom" unit="">0.4790</metric>
    <metric name="pins_over_their_slew_limit" unit="">0</metric>
    <metric name="actual_transition_at_the_worst_max_transition_pin" unit="ns">0.7815</metric>
    <metric name="maxClockFrequency" unit="MHz">448.7</metric>
    <metric name="final_critical_path_time_including_i_o_delays_and_setup" unit="ns">2.229</metric>
  </group>
  <group name="synth">
    <metric name="synth.distinct_cells" unit="">55</metric>
    <metric name="post_synth.cell_area_avg" unit="sq um">13.70</metric>
    <metric name="netlist_instances" unit="">6540</metric>
    <metric name="ys_ff" unit="">2080</metric>
    <metric name="syn-cell-area" unit="sq mm">0.08962</metric>
    <metric name="ys.flop_type" unit="">sky130_fd_sc_hd__dfrtp_1</metric>
    <metric name="yosys_area" unit="sq mm">0.08962</metric>
    <metric name="yosysCellCount" unit="">6540</metric>
    <metric name="yosys_warnings" unit="">3</metric>
    <metric name="seq_area_frac_synth" unit="">0.5808</metric>
    <metric name="synth-edff-count" unit="">0</metric>
    <metric name="ys_async_sr_fraction" unit="">1.000</metric>
  </group>
  <group name="floorplan">
    <metric name="design.core.area" unit="sq mm">0.1782</metric>
    <metric name="rows" unit="">155</metric>
    <metric name="die.size.y" unit="microns">425.4</metric>
    <metric name="ioPinCount" unit="">73</metric>
    <metric name="floorplan.initialDensity" unit="">0.5029</metric>
    <metric name="chip_area" unit="sq mm">0.1809</metric>
    <metric name="dieWidth" unit="microns">425.4</metric>
  </group>
  <group name="setup_path">
    <metric name="critical_path_class" unit="">flip-flop to flip-flop</metric>
    <metric name="timing.critical_path.fanout_max" unit="">2</metric>
    <metric name="cp-startpoint" unit="">mem_r[37][13]$_DFFE_PN0P_</metric>
    <metric name="timing.critical_path.slowest_stage_cell" unit="">sky130_fd_sc_hd__a222oi_1</metric>
    <metric name="critical-path-top-delay-family" unit="">AND-OR/OR-AND gates</metric>
    <metric name="required" unit="ns">2.88</metric>
    <metric name="reg2reg_to" unit="">rdata_r[13]$_DFFE_PN0N_</metric>
    <metric name="r2r_slack" unit="ns">-0.13</metric>
    <metric name="critical_path_depth" unit="">5</metric>
    <metric name="critical_path.reg2reg.startpoint" unit="">mem_r[37][13]$_DFFE_PN0P_</metric>
    <metric name="crit_buf_inv" unit="">1</metric>
    <metric name="end_kind" unit="">flip-flop</metric>
    <metric name="cp_data_arrival_time" unit="ns">3.01</metric>
    <metric name="worstRegToRegCells" unit="">5</metric>
    <metric name="path_cells" unit="">a222oi_1 &gt; buf_4 &gt; nand4_1 &gt; or4_1 &gt; o21ba_2</metric>
    <metric name="setup.worst_path.start_class" unit="">flip-flop</metric>
    <metric name="slowest_delay" unit="ns">0.72</metric>
  </group>
  <group name="run_status">
    <metric name="status" unit="">finished, violations left</metric>
    <metric name="violations" unit="">setup timing</metric>
  </group>
  <group name="placed_design">
    <metric name="placed_cells_incl_taps" unit="">9300</metric>
    <metric name="dp_hpwl" unit="microns">271300</metric>
    <metric name="buffer_ports.inserted" unit="">72</metric>
    <metric name="gp_congestion" unit="">1.007</metric>
    <metric name="detailed_place.area" unit="sq mm">0.1041</metric>
  </group>
  <group name="grt">
    <metric name="vias_in_the_first_global_route" unit="">67100</metric>
    <metric name="grt.overflow.total" unit="">0</metric>
    <metric name="largest_net_degree_at_the_start_of_global_routing" unit="">100</metric>
    <metric name="number_of_antenna_violations_at_the_first_check_in_global_routing" unit="">16</metric>
    <metric name="grt_first_pass_wirelength" unit="microns">562400</metric>
    <metric name="track_usage" unit="">0.4882</metric>
  </group>
  <group name="routing">
    <metric name="drt_drc_violations_left" unit="">0</metric>
    <metric name="drt-initial-drc-count" unit="">5718</metric>
    <metric name="detail_route.vias_per_cell" unit="">6.770</metric>
    <metric name="ant_nets" unit="">0</metric>
    <metric name="route.final.wire_length" unit="microns">410000</metric>
    <metric name="firstDrtPassIters" unit="">5</metric>
    <metric name="detail_route.wl_per_cell" unit="microns">41.73</metric>
    <metric name="via_count" unit="">66510</metric>
  </group>
  <group name="cts">
    <metric name="h-tree-depth" unit="">4</metric>
    <metric name="clock-sinks" unit="">2080</metric>
    <metric name="number_of_buffers_created_by_cts" unit="">215</metric>
    <metric name="clk_root_buffer_cell" unit="">sky130_fd_sc_hd__clkbuf_16</metric>
    <metric name="worstSkewPairLatency" unit="ns">0.89</metric>
    <metric name="clk_pin_slew_worst_paths" unit="ns">0.06</metric>
    <metric name="tritoncts" unit="">done</metric>
    <metric name="max-clock-path-buffers" unit="">3</metric>
  </group>
  <group name="final_layout">
    <metric name="final_cell_mix" unit="">2,071 x sky130_fd_sc_hd__dfrtp_1, 1,991 x sky130_fd_sc_hd__mux2_2, 754 x sky130_fd_sc_hd__a22oi_1</metric>
    <metric name="fillerInstances" unit="">12950</metric>
    <metric name="drive_above_1_share" unit="">0.5083</metric>
    <metric name="final-comb-area" unit="sq mm">0.03688</metric>
    <metric name="instances_no_fill" unit="">9825</metric>
    <metric name="final_layout_top_logic_cell" unit="">sky130_fd_sc_hd__dfrtp_1</metric>
    <metric name="syn2layout_area_growth" unit="%">26.85</metric>
    <metric name="finalInstanceArea" unit="sq mm">0.1137</metric>
    <metric name="area.sequential" unit="sq mm">0.05206</metric>
  </group>
  <group name="flow_run">
    <metric name="warnings" unit="">29</metric>
    <metric name="max_cap_viol_count" unit="">0</metric>
  </group>
  <group name="power">
    <metric name="vdd_drop_max" unit="mV">0.7022</metric>
    <metric name="static-leakage-power" unit="nW">52.59</metric>
    <metric name="p_per_area" unit="mW/mm^2">881.1</metric>
  </group>
  <group name="min_path">
    <metric name="whs_path_depth" unit="">2</metric>
    <metric name="hp-start" unit="">i_wdata[8]</metric>
    <metric name="worst_hold_path.endpoint" unit="">mem_r[63][8]$_DFFE_PN0P_</metric>
    <metric name="path_class_of_the_lowest_slack_min_delay_path" unit="">input port to flip-flop</metric>
  </group>
</metrics>
report_power, final:
part | switching (mW) | leakage [nW] | internal [mW]
Clock | 16.5 | 3.49 | 22.1
Sequential | 3.47 | 27.0 | 46.5
Combinational | 5.11 | 22.1 | 6.47
cells in the mapped netlist (all sizes together) (4+ instances only):
| library cell | instances | share of area |
|---|---|---|
| clkbuf | 370 | 0.015 |
| a22oi | 794 | 0.067 |
| nand3 | 71 | 0.0040 |
| or4b | 5 | 0.00056 |
| and3 | 5 | 0.00035 |
| nor2 | 78 | 0.0033 |
| buf | 289 | 0.015 |
| nor4 | 45 | 0.0031 |
| nand2 | 172 | 0.0072 |
| a21oi | 78 | 0.0044 |
| a221oi | 84 | 0.0082 |
| and2 | 4 | 0.00028 |
| dfrtp | 2080 | 0.58 |
| mux2 | 2050 | 0.26 |
| o21ai | 14 | 0.00078 |
| nor2b | 6 | 0.00042 |
| nand2b | 7 | 0.00049 |
| nor3 | 64 | 0.0038 |
| nand4 | 112 | 0.0079 |
| o21ba | 4 | 0.00045 |
| a22o | 84 | 0.0082 |
| and4 | 12 | 0.0012 |
| nand4b | 4 | 0.00039 |
| o22ai | 35 | 0.0024 |
| or4 | 18 | 0.0015 |
| or3 | 11 | 0.00077 |
| mux2i | 12 | 0.0013 |
layout make-up:
class,instances,area share
sequential,2080,0.4579
timing repair buffer,1185,0.1289
antenna,14,0.0003082
tap,2355,0.02592
clock inverter,46,0.005206
inverter,3,0.0001211
clock buffer,343,0.05721
multi-input combinational,3799,0.3244
sequential cells by signal, indices dropped and copies added, names as in the netlist:
register and cells:
mem_r 2048, rdata_r 32
logic make-up (layout without fill, tap and decap cells):
family / after synthesis / count (layout) / synth area share
AOI/OAI and AO/OA: 1114 / 1114 / 0.09323
muxes: 2062 / 2062 / 0.2589
and+or+nand+nor: 622 / 623 / 0.03612
other: 0 / 14 / 0
buffers and inverters: 662 / 1577 / 0.03098
DFF: 2080 / 2080 / 0.5808
per-stage QoR:
stage	setup WS (ns)	power, mW	TNS [ns]	utilization	hold slack [ns]
floorplan	-0.4526	56.53	-266.84	-	0.1244
global placement	-1.933	61.08	-2039.65	0.5843	0.4151
detailed placement	-1.830	61.56	-2030.97	0.5843	0.4198
CTS	-0.02485	100.2	-0.02485	0.6372	0.001490
global route	-0.06169	103.4	-0.1332	0.6377	0.03890
finish	-0.1288	100.2	-0.1729	0.6379	0.05865
how the worst max path moves through the flow:
stage                          to  slack, ns
6_report  rdata_r[13]$_DFFE_PN0N_      -0.13
5_1_grt   rdata_r[13]$_DFFE_PN0N_      -0.06
4_1_cts   rdata_r[13]$_DFFE_PN0N_      -0.02
metal layers:
layer | up-vias | share of wire | GRT usage
met4 | 22 | 0.077 | 0.2730
met5 | - | 0.0010 | 0.004762
met2 | 4131 | 0.42 | 0.6533
met3 | 1385 | 0.15 | 0.2759
met1 | 34860 | 0.35 | 0.6416
li1 | 26110 | - | -
what timing repair did:
| action | CTS | global route |
|---|---|---|
| gates resized | 278 | 25 |
| hold endpoints to repair | 125 | 0 |
| pin swaps | 80 | 13 |
| cloned | 9 | 0 |
| setup buffers | 116 | 3 |
| hold buffers | 4 | 0 |
| setup endpoints to repair | 1344 | 55 |
No activity file was given, so power comes from the tool's default toggle rates.
